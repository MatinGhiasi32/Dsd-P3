## /design/flow/run.sh

```bash
#!/bin/bash
# OpenROAD 26Q1-2900-gdf79404cd8, Yosys 0.63+post, stock flow scripts
make -C /OpenROAD-flow-scripts/flow DESIGN_CONFIG=/design/flow/config.mk WORK_HOME=/design/flow/orfs finish
```

## /design/flow/config.mk

```make
export PLATFORM = sky130hd
export DESIGN_NAME = Divider
export DESIGN_NICKNAME = Divider
export VERILOG_FILES = /design/flow/design.v
export SDC_FILE = /design/flow/constraint.sdc
export NUM_CORES = 4
export LEC_CHECK = 1
export CORE_UTILIZATION = 30
```

## /design/flow/constraint.sdc

```tcl
current_design Divider

set clk_period 6.6
set clk_io_pct 0.2

create_clock -name clk0 -period $clk_period [get_ports {clk}]

set non_clock_inputs [all_inputs -no_clocks]
set_input_delay [expr $clk_period * $clk_io_pct] -clock clk0 $non_clock_inputs
set_output_delay [expr $clk_period * $clk_io_pct] -clock clk0 [all_outputs]
```

## /design/flow/design.v

```verilog
module Divider (
    input               clk,
    input               rst,       
    input               start,     
    input       [31:0]  dividend,  
    input       [15:0]  divisor,   
    output reg  [31:0]  quotient,  
    output reg  [15:0]  remainder, 
    output reg          done       
);
    localparam N = 32;
    reg         busy;
    reg  [5:0]  cnt;
    reg  [48:0] sr;    
    always @(posedge clk) begin
        if (rst) begin
            busy      <= 1'b0;
            done      <= 1'b0;
            quotient  <= 0;
            remainder <= 0;
            cnt       <= 0;
            sr        <= 0;
        end else begin
            done <= 1'b0;
            if (!busy && start) begin
                busy     <= 1'b1;
                cnt      <= N-1;             
                sr       <= {17'b0, dividend};
                quotient <= 0;
            end
            else if (busy) begin
                sr = sr << 1;
                if (sr[48:32] >= {1'b0, divisor}) begin
                    sr[48:32] = sr[48:32] - {1'b0, divisor};
                    quotient   = (quotient << 1) | 1'b1;
                end else begin
                    quotient   = (quotient << 1);
                end
                if (cnt == 0) begin
                    busy      <= 1'b0;
                    done      <= 1'b1;
                    remainder <= sr[48:32];
                end else begin
                    cnt = cnt - 1;
                end
            end
        end
    end
endmodule
```

==> qor.yml <==
status: "finished, final reports clean"
row_count: 47
viasPerCell: 4.75
rsz0062_at_grt: "false"
htreeDepth: 3
switchingPower_uw: 419
power.share.sequential_pct: 46.0
ys_ff: 104
reg2reg_depth: 10
flop_cell: "dfxtp_1"
grt_pass1_wl_um: 20000
cts-root-buf: "clkbuf_16"
wl_um: 11900
grt_max_degree: 82
min_to: "remainder[11]"
hold-worst-slack_ns: 0.460
dr.pass1.iters: 4
whs_path_depth: 2
slew_headroom_pct: 48.8
fillers: 1597
r2r-start: "sr[31]"
syn_inst: 595
setup_tns_ns: 0
drc_errors: 0
vias: 4255
io_pins: 100
routedWlPerCell_um: 13.2
yosysWarnings: 1
power.density_nw_per_um2: 230
r2r_end: "remainder[14]"
crit_required_ns: 6.87
yosys_area_um2: 5070
fin_crit_ns: 3.98
period_used_pct: 60.2
finalClockSkew_ns: 0.00670
syn_avg_cell_area_um2: 8.53
post-cts-setup-buffers: 0
grt_usage_pct: 14.1
max_cap_viol_count: 0
cp-start-kind: "input port"
min_from: "remainder[11]"
grt_pass1_vias: 4113
worstSkewPairLatency_ns: 0.35
min_path_type: "reg -> reg"
die_w_um: 132
drive_above_1_share_pct: 5.18
critical_path_class: "in -> reg"
tightest_slew_ns: 0.769
peakVddDrop_v: 0.000141
postCtsResizedCells: 0
leakage_nw: 2.62
synth_area_um2: 5070
numPortBuffers: 99
synth_cell_types: 48
core_um2: 16500
area_growth_pct: 28.5
clkSinkCount: 104
max_freq_ghz: 0.252
synthArstFlopShare_pct: 0
finalMaxSlewViolations: 0
ant_nets: 0
drt-initial-drc-count: 200
synth-edff-count: 0
grt_overflow_total: 0
fp_util_pct: 30.7
hold_viol_final: 0
worstSetupEndpointType: "flop"
gp_congestion: 0.844
warnings: 25
worstPathMaxFanout: 4
yosys-stat-cells: 595
cts_buffer_depth: 2
internal_power_mw: 1.08
insertedDiodeCount: 0
setup_viol: 0
reg2reg_slack_ns: 3.66
crit_arrival_ns: 4.25
cts_tree: "built"
p_comb_share_pct: 17.7
holdBufCountCts: 0
dpl.hpwl_um: 8060
synth_seq_share_pct: 41.0
die_area_um2: 17400
power_frac_clock_pct: 36.4
path_clk_slew_ns: 0.07
numCtsBuffers: 9
antenna_found_initial: 0
switching_share_pct: 27.9
die_y_um: 132
synthesized netlist by cell type, types with 2 or more instances:
library cell,instances,area [um^2]
o211ai_1,2,15.0
nand2_1,25,93.8
nor2_1,123,462
nand3_1,8,40.0
mux2i_1,74,741
and3_1,2,12.5
dfxtp_1,104,2080
a31oi_1,6,37.5
a211oi_1,18,135
o21ai_1,3,15.0
a211oi_2,2,25.0
inv_1,21,78.8
a21o_1,4,30.0
ha_1,17,213
buf_2,4,20.0
nor3_1,7,35.0
a21oi_1,64,320
clkbuf_1,31,116
or3_1,2,12.5
nand2b_1,6,37.5
xnor2_1,7,61.3
nor3b_1,2,15.0
nand4_1,3,18.8
xor2_1,6,52.6
o31ai_1,4,30.0
o21ai_0,25,125
buf_1,4,15.0
kinds of logic (layout without fill, tap and decap cells):
family                   Yosys count  count (layout)  share of synthesized area (%)
AND/OR/NAND/NOR                  187             187                           16.1
XOR/XNOR                          13              13                           2.24
buffers and inverters             61             142                           4.76
multiplexers                      74              74                           14.6
adder cells (fa/ha/maj)           18              18                           4.59
flip-flops                       104             104                           41.0
AND-OR/OR-AND                    138             138                           16.7
cells in the final DEF, fill, tap and decap left out, types with 8 or more instances in the layout:
cell type and n:
dfxtp_1 103, a211oi_1 18, clkdlybuf4s50_1 97, nand2_1 25, a21oi_1 64, inv_1 21
nand3_1 8, ha_1 17, mux2i_1 74, nor2_1 123, clkbuf_16 9, o21ai_0 25
stage by stage:
step	util (%)	total power, mW	cells	setup slack, ns	instance area [um^2]
after floorplan	-	0.885	595	3.23	5070
after global placement	37.6	0.967	880	2.25	6220
after detailed placement	37.6	0.969	880	2.31	6220
after CTS	39.5	1.53	896	2.68	6520
after global routing	39.5	1.59	896	2.49	6520
final	39.5	1.50	896	2.62	6520
layer usage:
layer | wire length [um] | global-route usage (%) | vias up
met5 | 0 | 0 | -
met4 | 197 | 2.26 | 0
met3 | 733 | 3.53 | 12
met2 | 5090 | 21.9 | 86
met1 | 5850 | 20.6 | 1925
li1 | - | - | 2232
state kept, by name (all words and copies together), names as in the netlist:
name	flops
remainder	16
quotient	32
done	1
sr	48
cnt	6
busy	1
cell type report:
type	instances	area [um^2]	area share (%)
Multi-Input combinational cell	430	2750	42.2
Sequential cell	104	2090	32.0
Timing Repair Buffer	105	1030	15.7
Tap cell	220	275	4.22
Clock buffer	9	225	3.45
Inverter	21	78.8	1.21
Clock inverter	7	77.6	1.19
power by group through the flow:
stage / combinational [mW] / clock [mW] / sequential (mW)
6_report: 0.265 / 0.546 / 0.689
5_1_grt: 0.298 / 0.593 / 0.695
4_1_cts: 0.267 / 0.570 / 0.689
critical path, stage by stage:
cell,delay (ns)
clkdlybuf4s50_1,0.44
ha_1,0.23
fa_1,0.39
nand2b_1,0.16
a21oi_1,0.39
a31oi_1,0.23
o221ai_1,0.39
o31ai_1,0.12
o32a_1,0.35
a211oi_2,0.22
how the worst max path moves through the flow:
stage	from	end	cells after the start
final	divisor[0]	remainder[14]	10
after CTS	divisor[0]	remainder[14]	10
after global routing	divisor[0]	remainder[14]	10
No activity file was given, so power comes from the tool's default toggle rates.
