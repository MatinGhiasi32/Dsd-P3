$ cat flow/design.v
module DFF #(parameter size = 16) (
    input wire clk,
    input wire reset,
    input wire [size-1:0] d,
    output reg [size-1:0] q
);
    always @(posedge clk or posedge reset) begin
        if (reset) begin
            q <= 0;
        end else begin
            q <= d;
        end
    end
endmodule
$ cat flow/run.sh
#!/bin/bash
# OpenROAD 26Q1-2900-gdf79404cd8, Yosys 0.63+post, stock flow scripts
make -C /OpenROAD-flow-scripts/flow DESIGN_CONFIG=/design/flow/config.mk WORK_HOME=/design/flow/orfs finish
$ cat flow/config.mk
export PLATFORM = sky130hd
export DESIGN_NAME = DFF
export DESIGN_NICKNAME = DFF
export VERILOG_FILES = /design/flow/design.v
export SDC_FILE = /design/flow/constraint.sdc
export NUM_CORES = 4
export LEC_CHECK = 1
export CORE_AREA = 10 10 78 78
export DIE_AREA = 0 0 88 88
$ cat flow/constraint.sdc
current_design DFF

set clk_period 1.0
set clk_io_pct 0.2

create_clock -name clk0 -period $clk_period [get_ports {clk}]

set non_clock_inputs [all_inputs -no_clocks]
set_input_delay [expr $clk_period * $clk_io_pct] -clock clk0 $non_clock_inputs
set_output_delay [expr $clk_period * $clk_io_pct] -clock clk0 [all_outputs]
==> results.json <==
{
  "outcome": "finished clean",
  "fin_cells": 108,
  "irDropWorstVdd_uv": 407,
  "root_buffer": "clkbuf_8",
  "cp_max_fo": 1,
  "initial_utilization_pct": 9.16,
  "critPathCaptureType": "output pin",
  "hp-class": "in2async",
  "xor_share_pct": 0,
  "syn_inst": 17,
  "ys_chip_area_um2": 404,
  "crit_path_max_incr_delay_ns": 0.36,
  "synthAoiAreaFrac_pct": 0,
  "final-hold-violation-count": 0,
  "synth_flops": 16,
  "wl_um": 1310,
  "synth_seq_share_pct": 99.1,
  "core_um2": 4410,
  "synth_cell_types": 2,
  "drcViolationCount": 0,
  "grt_pass1_vias": 328,
  "path_class": "reg2out",
  "portBuffers": 33,
  "clock_sinks": 16,
  "final_layout_size_suffix_gt1_share_pct": 33.9,
  "viasPerCell": 2.47,
  "final_area_um2": 805,
  "fin_setup_tns_ns": 0,
  "path_buffers": 1,
  "num_vias": 267,
  "critPathSlowestCell": "dfrtp_1",
  "power_leakage_nw": 0.363,
  "dp.cells": 104,
  "grt_max_degree": 10,
  "ant_nets": 0,
  "worst_slew_pin_slew_ns": 0.115,
  "crit_family": "flip-flops",
  "largest_register": "q",
  "clockBufferDepth": 2,
  "period_used_pct": 97.2,
  "drt_iter0_drc": 2,
  "dpl_cell_area_um2": 815,
  "die-area_um2": 7740,
  "finalSetupViolations": 0,
  "cap_violations": 0,
  "place_ws_ns": -0.00155,
  "reg_top3": "q x16",
  "cts_max_level": 1,
  "required_ns": 0.80,
  "fp.dieH_um": 88,
  "largest_reg_flops": 16,
  "mi_logic_area_um2": 0,
  "cts_hold_buffers": 0,
  "wire_per_inst_um": 12.2,
  "most-common-layout-cells": "clkdlybuf4s50_1, dfrtp_1, clkbuf_2",
  "maxSlewHeadroom_pct": 92.3,
  "area_growth_pct": 99.1,
  "ys_cells": 17,
  "finalMaxSlewViolations": 0,
  "warning_count": 26,
  "antennaDiodeCount": 0,
  "dr.pass1.iters": 2,
  "clk_pin_slew_ns": 0.06,
  "power.density_nw_per_um2": 1680,
  "synth.area.mux_share_pct": 0,
  "fmax_ghz": 1.03,
  "gp_congestion": 0.709,
  "fin_ws_ns": 0.0279,
  "die_w_um": 88,
  "arrival_ns": 0.77,
  "ys_sh_adder_pct": 0,
  "synth_warnings": 1,
  "grt_pass1_wl_um": 1880,
  "synthesis.area_um2": 404,
  "cp-start-kind": "register",
  "antenna_found_initial": 0,
  "avgSynthCellArea_um2": 23.8,
  "simple_gate_share_pct": 0,
  "post_cts.repair.setup_buffers": 0,
  "top_logic_kind": "buffers and inverters",
  "cts_tree": "yes",
  "overflow": 0,
  "period_minus_slack_ns": 0.972,
  "crit_chain": "clkdlybuf4s15_1",
  "rows": 24,
  "rsz0062_at_grt": "no",
  "grt_use_total_pct": 3.33,
  "comb_cells": 0,
  "cts_made_buffers": 3,
  "crit_start": "q[6]$_DFF_PP0_",
  "lay_top_count": "clkdlybuf4s50_1",
  "boundaryPins": 34
}
[timing repair]
| action | in CTS | in global routing |
|---|---|---|
| gates resized | 40 | 9 |
| hold endpoints to repair | 0 | 0 |
| setup endpoints to repair | 16 | 9 |
[synth_stat cells]
cell / number / area share (%)
dfrtp_1: 16 / 99
inv_1: 1 / 0.93
[kinds of logic (layout without fill, tap and decap cells)]
| family | Yosys count | after routing |
|---|---|---|
| buffers and inverters | 1 | 40 |
| DFF | 16 | 16 |
[power breakdown]
part	switching [mW]	internal [mW]	leakage, nW	total [mW]
clock	0.197	0.348	0.0288	0.545
combinational	0.0280	0.0865	0.148	0.115
sequential	0.00778	0.680	0.186	0.688
[path summary, 6_finish.rpt]
kind	endpoint	cells after the start
worst max-delay path	q[6]	1
worst min-delay path	q[15]$_DFF_PP0_	3
min in group clk0	q[8]$_DFF_PP0_	1
max in group asynchronous	q[13]$_DFF_PP0_	3
[routing by layer]
layer / vias up / GRT usage (%) / wire length (um)
met1: 120 / 3.09 / 414
met2: 18 / 5.69 / 662
li1: 127 / - / -
met4: 0 / 0.580 / 9
met5: - / 0 / 0
met3: 2 / 2.62 / 226
[final cells by class]
cell class | instances | area [um^2]
clock buffers | 4 | 55.1
fillers | 473 | 3610
inverters | 1 | 3.75
flip-flops and latches | 16 | 400
well taps | 52 | 65.1
repair buffers | 35 | 280
[stage by stage]
| stage | hold slack, ns | power [mW] | utilization, % |
|---|---|---|---|
| 2_1_floorplan | 0.114 | 0.701 | - |
| 3_3_place_gp | 0.497 | 0.847 | 18.5 |
| 3_5_place_dp | 0.503 | 0.849 | 18.5 |
| 4_1_cts | 0.251 | 1.39 | 19.2 |
| 5_1_grt | 0.279 | 1.41 | 18.2 |
| 6_report | 0.244 | 1.35 | 18.2 |
Power and IR drop assume default switching activity.
